[flow/design.v]
module bin_to_bcd (
    input wire [5:0] sec_bin, min_bin,
    input wire [4:0] hour_bin, day_bin,
    input wire [3:0] month_bin,
    input wire [11:0] year_bin,
    output reg [7:0] bcd_ss, bcd_mm, bcd_hh, bcd_dd, bcd_mo,
    output reg [15:0] bcd_yyyy
);
function [7:0] bin8_to_bcd;
input [7:0] bin;
integer i;
reg [19:0] shift;  
begin
    shift = 20'd0;
    shift[7:0] = bin;
    for (i = 0; i < 8; i = i + 1) begin
        if (shift[11:8] >= 5) shift[11:8] = shift[11:8] + 3;
        if (shift[15:12] >= 5) shift[15:12] = shift[15:12] + 3;
        shift = shift << 1;
    end
    bin8_to_bcd = shift[15:8];
end
endfunction
function [15:0] bin16_to_bcd;
input [15:0] bin;
integer i;
reg [35:0] shift;  
begin
    shift = 36'd0;
    shift[15:0] = bin;
    for (i = 0; i < 16; i = i + 1) begin
        if (shift[19:16] >= 5) shift[19:16] = shift[19:16] + 3;
        if (shift[23:20] >= 5) shift[23:20] = shift[23:20] + 3;
        if (shift[27:24] >= 5) shift[27:24] = shift[27:24] + 3;
        if (shift[31:28] >= 5) shift[31:28] = shift[31:28] + 3;
        shift = shift << 1;
    end
    bin16_to_bcd = shift[31:16];
end
endfunction 
always @(sec_bin or min_bin or hour_bin or day_bin or month_bin or year_bin) begin
    bcd_ss = bin8_to_bcd(sec_bin);
    bcd_mm = bin8_to_bcd(min_bin);
    bcd_hh = bin8_to_bcd(hour_bin);
    bcd_dd = bin8_to_bcd(day_bin);
    bcd_mo = bin8_to_bcd(month_bin);
    bcd_yyyy = bin16_to_bcd(year_bin);
end
endmodule
[flow/constraint.sdc]
current_design bin_to_bcd

set clk_period 13.6
set clk_io_pct 0.2

create_clock -name clk0 -period $clk_period

set non_clock_inputs [all_inputs -no_clocks]
set_input_delay [expr $clk_period * $clk_io_pct] -clock clk0 $non_clock_inputs
set_output_delay [expr $clk_period * $clk_io_pct] -clock clk0 [all_outputs]
[flow/config.mk]
export PLATFORM = sky130hd
export DESIGN_NAME = bin_to_bcd
export DESIGN_NICKNAME = bin_to_bcd
export VERILOG_FILES = /design/flow/design.v
export SDC_FILE = /design/flow/constraint.sdc
export NUM_CORES = 4
export LEC_CHECK = 1
export CORE_AREA = 10 10 100 100
export DIE_AREA = 0 0 110 110
[flow/run.sh]
#!/bin/bash
# OpenROAD 26Q1-2900-gdf79404cd8, Yosys 0.63+post, stock flow scripts
make -C /OpenROAD-flow-scripts/flow DESIGN_CONFIG=/design/flow/config.mk WORK_HOME=/design/flow/orfs finish
==> metrics.csv <==
metric,value,unit
status,"finished, final reports clean",
Top cell area share,14.10,%
Synth Seq Share,0,%
1st-iter DRT viols,188,
Worst setup EP type,output pin,
most common cell in the netlist,nand2_1,
flop count,0,
mean post-synth cell area,7.028,µm²
I/O Buffers,72,
final setup fails,0,
Static Leak,2.100,nW
Min Hold Slack,5.440,ns
unrepaired setup endpoints after global routing,no,
Switching Fraction,46.65,%
Vias/cell,5.676,
final hold viol count,0,
Critical Path AT,10.38,ns
GPL Wtd Cong,0.9185,
FP Rows,32,
unique cell type count in the Yosys netlist,87,
nature of the critical path startpoint,primary input,
number of cell instances after yosys synthesis,543,
Comb pwr share,100.0,%
max incr delay on CP,0.51,ns
OpenROAD warning count,49,
first-pass GRT wire length,15800,µm
initial antenna violation count,0,
Basic Gates by Area,22.20,%
"Chip Area, Yosys",3816,µm²
yosys xor share,7.639,%
vias,4104,
CP Max Fanout,7,
vias in the first global route,3600,
Flop pwr share,0,%
Multiplexer share,10.43,%
placed cell area,4648,µm²
critical path required time,10.88,ns
HP Class,in2out,
Pre-antenna DRT Iters,4,
Post-Synthesis Cells,543,
highest-delay cell along the critical path,or4_4,
total congestion overflow,0,
Final Cell Area,4882,µm²
adder share,14.36,%
io pins,94,
largest net degree at the start of global routing,18,
comb area leader,AND-OR/OR-AND gates,
Yosys warnings,1,
Post-Route WL,9510,µm
"Compound Share, Synth",35.31,%
switching pwr,0.0005626,W
CORE AREA,7807,µm²
fin. max-slew vios,0,
Final period util,96.36,%
clock buffers,0,
DRC viols,0,
Synth Cell Area,3816,µm²
area delta synth->final,27.93,%
hpwl dp,7475,µm
PwrDens,247.0,nW/µm²
Worst-Margin Slew,0.9074,ns
Max Clock Freq,0.07631,GHz
chip width,110,µm
DIE AREA,12100,µm²
placed cells,712,
Total GRT Usage,14.77,%
ANT cells,0,
FP Core Util,48.88,%
WL/cell,13.15,µm
Pwr Total,0.001206,W
Top area cell types,"ha_1 (14%), mux2i_1 (5.5%), a21oi_1 (4.9%)",
max_cap viols,0,
leading area contributor after synthesis,ha_1,
post-route ant nets,0,
VDD IR max,0.4440,mV
Commonest cells post-synth,"nand2_1 (48), ha_1 (43), inv_1 (42)",
Die Y,110,µm
relative slew slack,39.51,%
share of cells above drive strength 1,16.75,%
clock group share of total power,0,%
Internal Power,0.0006435,W
critical path type,in2out,
FF/Latch Area,0,µm²
post-route insts no fill,723,
min cycle time layout,13.10,ns
[per-layer routing]
metal,vias to the layer above,wire (µm),global-route usage [%],part of all wire (%)
met1,1833,4646,21.50,49
met4,0,22,0.6506,0.23
li1,2161,-,-,-
met3,6,651,2.761,6.8
met5,-,0,0,0
met2,104,4190,23.24,44
[placed cells by master (no fill, tap or decap), types with 4 or more instances in the layout]
cell type / synthesis / routed
clkdlybuf4s50_1: 0 / 69
nand2_1: 48 / 45
inv_1: 42 / 40
nor2_1: 38 / 37
ha_1: 43 / 36
a21oi_1: 37 / 33
buf_4: 19 / 31
xnor2_1: 21 / 20
mux2i_1: 21 / 19
nor3_1: 20 / 17
o21ai_0: 16 / 15
nand2b_1: 13 / 12
o21ai_1: 12 / 11
nand3_1: 10 / 10
conb_1: 1 / 10
a21o_1: 8 / 8
o21a_1: 8 / 8
o211ai_1: 8 / 8
a21boi_0: 8 / 8
o22ai_1: 7 / 7
a21oi_2: 2 / 6
nor2b_1: 6 / 6
mux2_2: 6 / 6
a211oi_1: 6 / 6
inv_2: 3 / 5
o2111ai_1: 5 / 5
mux2i_2: 3 / 5
and2_1: 7 / 5
ha_2: 0 / 5
o21ai_2: 2 / 4
nor3_2: 1 / 4
xnor2_2: 3 / 4
o311ai_0: 4 / 4
nor4_1: 4 / 4
and3_1: 4 / 4
[worst max-delay path: cells and delay by family]
kind / cells / cell delay [ns]
compound gates: 14 / 2.66
xor+xnor: 3 / 0.67
fa+ha+maj: 6 / 1.32
buf+inv: 8 / 1.61
mux: 1 / 0.07
simple gates: 6 / 1.35
[logic make-up (layout without fill, tap and decap cells)]
group,count (synthesis),count (layout)
adders and majority gates,44,44
AOI/OAI and AO/OA,183,183
buffers and inverters,81,150
other,1,10
and+or+nand+nor,171,171
xor gates and xnor gates,29,29
muxes,34,34
[metrics by stage]
stage / utilization, % / TNS (ns) / setup slack [ns]
final: 62.53 / 0 / 0.4955
after global placement: 59.54 / 0 / 0.005975
after CTS: 59.81 / 0 / 0.05774
after floorplan: - / 0 / 0.6656
after global routing: 62.53 / 0 / 0.02562
after detailed placement: 59.54 / -0.3838 / -0.1205
[power by group through the flow]
stage | logic, W | registers, W | clock network (W)
6_report | 0.00121 | 0 | 0
4_1_cts | 0.00111 | 0 | 0
5_1_grt | 0.00134 | 0 | 0
[final cells by class]
cell class	instances	area, µm²
inverter	46	176.4
fill	702	2925
multi-input combinational	471	3606
tap	102	127.6
timing repair buffer	104	972.2
[final timing paths]
path | slack [ns] | depth (start not counted) | end | startpoint
max | 0.50 | 38 | bcd_yyyy[9] | year_bin[11]
min | 5.44 | 0 | bcd_dd[0] | day_bin[0]
[repair_timing]
action / 4_1_cts / 5_1_grt
setup endpoints to repair: 8 / 9
resized: 7 / 34
pin swaps: 2 / 16
buffers inserted: 0 / 11
hold buffers: 0 / 0
Power figures rest on the tool's default switching activity, not on a simulated workload.
