[flow/run.sh]
#!/bin/bash
# OpenROAD 26Q1-2900-gdf79404cd8, Yosys 0.63+post, stock flow scripts
make -C /OpenROAD-flow-scripts/flow DESIGN_CONFIG=/design/flow/config.mk WORK_HOME=/design/flow/orfs finish
[flow/config.mk]
export PLATFORM = sky130hd
export DESIGN_NAME = century_clock
export DESIGN_NICKNAME = century_clock
export VERILOG_FILES = /design/flow/design.v
export SDC_FILE = /design/flow/constraint.sdc
export NUM_CORES = 4
export LEC_CHECK = 1
export CORE_UTILIZATION = 30
[flow/constraint.sdc]
current_design century_clock

set clk_period 3.9
set clk_io_pct 0.2

create_clock -name clk0 -period $clk_period [get_ports {CLOCK_50}]

set non_clock_inputs [all_inputs -no_clocks]
set_input_delay [expr $clk_period * $clk_io_pct] -clock clk0 $non_clock_inputs
set_output_delay [expr $clk_period * $clk_io_pct] -clock clk0 [all_outputs]
[flow/design.v]
module bcd_counter (
    input  wire       clk,
    input  wire       rst_n,
    input  wire       load_en,
    input  wire [7:0] load_val,
    input  wire       count_enable,
    input  wire       set_enable,
    input  wire       incr,
    input  wire       decr,
    input  wire [7:0] max_val,
    input  wire [7:0] rst_val,
    input  wire [7:0] wrap_min,    
    output reg  [7:0] count_out,
    output wire       carry_out
);
    reg [7:0] next_count;
    assign carry_out = (count_enable && (count_out == max_val));
    always @(posedge clk or negedge rst_n) begin
        if (!rst_n) count_out <= rst_val;
        else        count_out <= next_count;
    end
    always @(*) begin
        next_count = count_out;
        if (load_en) begin
            next_count = load_val;
        end else if (set_enable) begin
            if (incr) begin
                if (count_out == max_val)           next_count = wrap_min;              
                else if (count_out[3:0] == 4'h9)    next_count = {count_out[7:4]+1,4'h0};
                else                                 next_count = count_out + 1;
            end else if (decr) begin
                if (count_out == wrap_min)          next_count = max_val;               
                else if (count_out[3:0] == 4'h0)    next_count = {count_out[7:4]-1,4'h9};
                else                                 next_count = count_out - 1;
            end
        end else if (count_enable) begin
            if (count_out == max_val)               next_count = rst_val;               
            else if (count_out[3:0] == 4'h9)        next_count = {count_out[7:4]+1,4'h0};
            else                                     next_count = count_out + 1;
        end
    end
endmodule
module century_clock (
    input  wire       CLOCK_50,
    input  wire [1:0] SW,
    input  wire [3:0] KEY,
    output wire [6:0] HEX0, HEX1, HEX2, HEX3, HEX4, HEX5, HEX6, HEX7
);
    wire rst_n = KEY[0];
    wire display_selector = SW[1];             
    wire tick_1hz, tick_1000hz, blink_enable;
    wire clk_tick = SW[0] ? tick_1000hz : tick_1hz;
    wire pulse_mode, pulse_incr, pulse_decr;
    edge_detector u_ed_mode(.clk(CLOCK_50), .btn_in(~KEY[1]), .pulse_out(pulse_mode));
    edge_detector u_ed_incr(.clk(CLOCK_50), .btn_in(~KEY[2]), .pulse_out(pulse_incr));
    edge_detector u_ed_decr(.clk(CLOCK_50), .btn_in(~KEY[3]), .pulse_out(pulse_decr));
    clock_divider u_clk_divider(
        .clk(CLOCK_50),
        .rst_n(rst_n),
        .tick_1hz(tick_1hz),
        .tick_1000hz(tick_1000hz),
        .blink_enable(blink_enable)
    );
    localparam RUN_MODE   = 3'd0,
                SET_SEC    = 3'd1,
                SET_MIN    = 3'd2,
                SET_HOUR   = 3'd3,
                SET_DAY    = 3'd4,
                SET_MON    = 3'd5,
                SET_YEAR_YY= 3'd6,
                SET_YEAR_CC= 3'd7;
    reg [2:0] current_mode;
    always @(posedge CLOCK_50 or negedge rst_n) begin
        if (!rst_n) current_mode <= RUN_MODE;
        else if (pulse_mode) current_mode <= (current_mode == SET_YEAR_CC) ? RUN_MODE : current_mode + 1'b1;
    end
    wire [7:0] year_yy_bcd, year_cc_bcd;
    wire [6:0] year_yy_bin = (year_yy_bcd[7:4] << 3) + (year_yy_bcd[7:4] << 1) + year_yy_bcd[3:0];
    wire [6:0] year_cc_bin = (year_cc_bcd[7:4] << 3) + (year_cc_bcd[7:4] << 1) + year_cc_bcd[3:0];
    wire [15:0] year_full = (year_cc_bin << 6) + (year_cc_bin << 5) + (year_cc_bin << 2) + year_yy_bin;
    wire year_div_by_4   = (year_full[1:0] == 2'b00);
    wire year_div_by_100 = (year_yy_bcd == 8'h00);
    wire year_div_by_400 = (year_yy_bcd == 8'h00) &&
                           (year_cc_bcd == 8'h20 || year_cc_bcd == 8'h24 || year_cc_bcd == 8'h28);
    wire is_leap_year = year_div_by_400 || (year_div_by_4 && !year_div_by_100);
    wire [7:0] sec_bcd, min_bcd, hr_bcd, day_bcd, mon_bcd;
    wire sec_carry, min_carry, hr_carry, day_carry, mon_carry, yy_carry;
    wire sec_set_en    = (current_mode == SET_SEC);
    wire min_set_en    = (current_mode == SET_MIN);
    wire hr_set_en     = (current_mode == SET_HOUR);
    wire day_set_en    = (current_mode == SET_DAY);
    wire mon_set_en    = (current_mode == SET_MON);
    wire yr_yy_set_en  = (current_mode == SET_YEAR_YY);
    wire yr_cc_set_en  = (current_mode == SET_YEAR_CC);
    wire sec_count_en   = (current_mode == RUN_MODE) && clk_tick;
    wire min_count_en   = (current_mode == RUN_MODE) && sec_carry;
    wire hr_count_en    = (current_mode == RUN_MODE) && min_carry;
    wire day_count_en   = (current_mode == RUN_MODE) && hr_carry;
    wire mon_count_en   = (current_mode == RUN_MODE) && day_carry;
    wire yr_yy_count_en = (current_mode == RUN_MODE) && mon_carry;
    wire yr_cc_count_en = (current_mode == RUN_MODE) && yy_carry;
    reg [7:0] days_in_month_bcd;
    always @(*) begin
        case (mon_bcd)
            8'h04, 8'h06, 8'h09, 8'h11: days_in_month_bcd = 8'h30;  
            8'h02: days_in_month_bcd = is_leap_year ? 8'h29 : 8'h28;
            default: days_in_month_bcd = 8'h31;                     
        endcase
    end
    wire end_of_era_load_en = mon_carry && (year_cc_bcd == 8'h30) && (year_yy_bcd == 8'h00);
    bcd_counter sec_cnt(
        .clk(CLOCK_50), .rst_n(rst_n),
        .load_en(1'b0), .load_val(8'h00),
        .count_enable(sec_count_en), .set_enable(sec_set_en),
        .incr(pulse_incr), .decr(pulse_decr),
        .max_val(8'h59), .rst_val(8'h00), .wrap_min(8'h00),
        .count_out(sec_bcd), .carry_out(sec_carry)
    );
    bcd_counter min_cnt(
        .clk(CLOCK_50), .rst_n(rst_n),
        .load_en(1'b0), .load_val(8'h00),
        .count_enable(min_count_en), .set_enable(min_set_en),
        .incr(pulse_incr), .decr(pulse_decr),
        .max_val(8'h59), .rst_val(8'h00), .wrap_min(8'h00),
        .count_out(min_bcd), .carry_out(min_carry)
    );
    bcd_counter hr_cnt(
        .clk(CLOCK_50), .rst_n(rst_n),
        .load_en(1'b0), .load_val(8'h00),
        .count_enable(hr_count_en), .set_enable(hr_set_en),
        .incr(pulse_incr), .decr(pulse_decr),
        .max_val(8'h23), .rst_val(8'h00), .wrap_min(8'h00),
        .count_out(hr_bcd), .carry_out(hr_carry)
    );
    bcd_counter day_cnt(
        .clk(CLOCK_50), .rst_n(rst_n),
        .load_en(1'b0), .load_val(8'h00),
        .count_enable(day_count_en), .set_enable(day_set_en),
        .incr(pulse_incr), .decr(pulse_decr),
        .max_val(days_in_month_bcd), .rst_val(8'h01), .wrap_min(8'h01),
        .count_out(day_bcd), .carry_out(day_carry)
    );
    bcd_counter mon_cnt(
        .clk(CLOCK_50), .rst_n(rst_n),
        .load_en(1'b0), .load_val(8'h00),
        .count_enable(mon_count_en), .set_enable(mon_set_en),
        .incr(pulse_incr), .decr(pulse_decr),
        .max_val(8'h12), .rst_val(8'h01), .wrap_min(8'h01),
        .count_out(mon_bcd), .carry_out(mon_carry)
    );
    bcd_counter yr_yy_cnt (
    .clk(CLOCK_50), .rst_n(rst_n),
    .load_en(end_of_era_load_en), .load_val(8'h01),
    .count_enable(yr_yy_count_en), .set_enable(yr_yy_set_en),
    .incr(pulse_incr), .decr(pulse_decr),
    .max_val(8'h99), .rst_val(8'h01), .wrap_min(8'h00),    
    .count_out(year_yy_bcd), .carry_out(yy_carry)
);
bcd_counter yr_cc_cnt (
    .clk(CLOCK_50), .rst_n(rst_n),
    .load_en(end_of_era_load_en), .load_val(8'h20),
    .count_enable(yr_cc_count_en), .set_enable(yr_cc_set_en),
    .incr(pulse_incr), .decr(pulse_decr),
    .max_val(8'h30), .rst_val(8'h20), .wrap_min(8'h20),    
    .count_out(year_cc_bcd), .carry_out()
);
    reg [3:0] bcd_to_hex [0:7];
    always @(*) begin
        if (display_selector) begin
            {bcd_to_hex[7], bcd_to_hex[6]} = day_bcd;
            {bcd_to_hex[5], bcd_to_hex[4]} = mon_bcd;
            {bcd_to_hex[3], bcd_to_hex[2]} = year_cc_bcd;
            {bcd_to_hex[1], bcd_to_hex[0]} = year_yy_bcd;
        end else begin
            bcd_to_hex[3] = 4'hF; bcd_to_hex[2] = 4'hF;
            {bcd_to_hex[7], bcd_to_hex[6]} = hr_bcd;
            {bcd_to_hex[5], bcd_to_hex[4]} = min_bcd;
            {bcd_to_hex[1], bcd_to_hex[0]} = sec_bcd;
        end
        if (blink_enable) begin
            case (current_mode)
                SET_SEC:     if (!display_selector) {bcd_to_hex[1], bcd_to_hex[0]} = {4'hF,4'hF};
                SET_MIN:     if (!display_selector) {bcd_to_hex[5], bcd_to_hex[4]} = {4'hF,4'hF};
                SET_HOUR:    if (!display_selector) {bcd_to_hex[7], bcd_to_hex[6]} = {4'hF,4'hF};
                SET_DAY:     if ( display_selector) {bcd_to_hex[7], bcd_to_hex[6]} = {4'hF,4'hF};
                SET_MON:     if ( display_selector) {bcd_to_hex[5], bcd_to_hex[4]} = {4'hF,4'hF};
                SET_YEAR_CC: if ( display_selector) {bcd_to_hex[3], bcd_to_hex[2]} = {4'hF,4'hF};
                SET_YEAR_YY: if ( display_selector) {bcd_to_hex[1], bcd_to_hex[0]} = {4'hF,4'hF};
                default: ;
            endcase
        end
    end
    seven_segment_decoder dec0(.bcd_in(bcd_to_hex[0]), .seven_seg_out(HEX0));
    seven_segment_decoder dec1(.bcd_in(bcd_to_hex[1]), .seven_seg_out(HEX1));
    seven_segment_decoder dec2(.bcd_in(bcd_to_hex[2]), .seven_seg_out(HEX2));
    seven_segment_decoder dec3(.bcd_in(bcd_to_hex[3]), .seven_seg_out(HEX3));
    seven_segment_decoder dec4(.bcd_in(bcd_to_hex[4]), .seven_seg_out(HEX4));
    seven_segment_decoder dec5(.bcd_in(bcd_to_hex[5]), .seven_seg_out(HEX5));
    seven_segment_decoder dec6(.bcd_in(bcd_to_hex[6]), .seven_seg_out(HEX6));
    seven_segment_decoder dec7(.bcd_in(bcd_to_hex[7]), .seven_seg_out(HEX7));
endmodule
module clock_divider (
    input  wire clk,
    input  wire rst_n,
    output reg  tick_1hz,
    output reg  tick_1000hz,
    output reg  blink_enable    
);
    localparam [25:0] COUNTER_1HZ_MAX   = 26'd50_000_000 - 26'd1;    
    localparam [15:0] COUNTER_1KHZ_MAX  = 16'd50_000     - 16'd1;    
    localparam [23:0] COUNTER_BLINK_MAX = 24'd12_500_000 - 24'd1;    
    reg [25:0] counter_1hz;
    reg [15:0] counter_1khz;
    reg [23:0] counter_blink;
    always @(posedge clk or negedge rst_n) begin
        if (!rst_n) begin
            counter_1hz   <= 26'd0; tick_1hz    <= 1'b0;
            counter_1khz  <= 16'd0; tick_1000hz <= 1'b0;
            counter_blink <= 24'd0; blink_enable<= 1'b0;
        end else begin
            if (counter_1hz == COUNTER_1HZ_MAX) begin
                counter_1hz <= 26'd0;
                tick_1hz    <= 1'b1;
            end else begin
                counter_1hz <= counter_1hz + 26'd1;
                tick_1hz    <= 1'b0;
            end
            if (counter_1khz == COUNTER_1KHZ_MAX) begin
                counter_1khz  <= 16'd0;
                tick_1000hz   <= 1'b1;
            end else begin
                counter_1khz  <= counter_1khz + 16'd1;
                tick_1000hz   <= 1'b0;
            end
            if (counter_blink == COUNTER_BLINK_MAX) begin
                counter_blink <= 24'd0;
                blink_enable  <= ~blink_enable;
            end else begin
                counter_blink <= counter_blink + 24'd1;
            end
        end
    end
endmodule
module edge_detector 
(
    input  wire clk,
    input  wire btn_in,
    output wire pulse_out
);
    reg prev_state;
    always @(posedge clk) begin
        prev_state <= btn_in;
    end
    assign pulse_out = btn_in & ~prev_state;
endmodule
module seven_segment_decoder(
    input [3:0] bcd_in,
    output reg [6:0] seven_seg_out  
);
    always @(*) begin
        case(bcd_in)
            4'h0: seven_seg_out = 7'b1000000;  
            4'h1: seven_seg_out = 7'b1111001;  
            4'h2: seven_seg_out = 7'b0100100;  
            4'h3: seven_seg_out = 7'b0110000;  
            4'h4: seven_seg_out = 7'b0011001;  
            4'h5: seven_seg_out = 7'b0010010;  
            4'h6: seven_seg_out = 7'b0000010;  
            4'h7: seven_seg_out = 7'b1111000;  
            4'h8: seven_seg_out = 7'b0000000;  
            4'h9: seven_seg_out = 7'b0010000;  
            4'hA: seven_seg_out = 7'b0111111;  
            default: seven_seg_out = 7'b1111111;  
        endcase
    end
endmodule
==> results.txt <==
Implementation status.

- Subtracting the final worst setup slack from the clock period gives 3.90 ns.
- The proportion of register bits with asynchronous set or reset after synthesis is 97.7%.
- The master of the slowest instance on the critical path is sky130_fd_sc_hd__clkdlybuf4s50_1.
- The global routing report lists met3 layer usage as 2.15%.
- Per the summary, power density relative to cell area is 599 mW/mm^2.
- The post-synth register bit count is 131.
- Looking at the clock tree report, the root buffer type is sky130_fd_sc_hd__clkbuf_16.
- met1 is the most crowded layer.
- The number of ports placed on the die boundary is 63.
- The count of final setup violators is 1.
- The growth of design area from synthesis to finish is 23.4%.
- The global routing report lists combined usage of all routing layers as 15.0%.
- The endpoint kind of the worst setup timing path is an output pin.
- The post-synthesis cell area is 0.0110 sq mm.
- In this run the worst hold path is classified as in2async.
- The worst-margin pin slew is 0.810 ns.
- The worst ir drop on vdd is 0.000315 V.
- The run reported a max-capacitance violation count of 0.
- Setup repair after global routing could not meet its margin everywhere.
- The detailed-route DRC error count is 0.
- In this run the core area contains 69 standard-cell rows.
- The endpoint identified for the worst register-to-register timing path is yr_cc_cnt.count_out[5]$_DFFE_PN1P_.
- The arrival time of data at the worst endpoint is listed as 3.12 ns.
- The slack of the critical path is -0.000616 ns.
- The checks that failed: setup timing.
- The antenna diode count is 0.
- The final HPWL from detailed placement is 20.2 mm.
- The critical path goes through clkdlybuf4s50_1, buf_6, buf_12, nand3_1, o21ai_2, nand2_2, buf_4, and2_4, inv_2, ha_2, nand2b_1, o21ai_0, a21oi_1, clkdlybuf4s50_1.
- Looking at the critical path, the highest net fanout was 4.
- The predominant post-synthesis flop cell is sky130_fd_sc_hd__dfrtp_1.
- The number of vias per cell after detailed routing is 5.25.
- The setup skew after layout is 0.0131 ns.
- The chip occupies 0.0375 sq mm.
- The TritonCTS clock tree is built.
- The worst slew margin relative to its limit is 45.4%.
- Hold is met by 0.289 ns.
- The number of global-route vias before repair came to 9,672.
- After detailed routing, the total wire length is 27.7 mm.
- The count of endpoints failing hold in the final timing report is 0.
- The final antenna-violating net count is 0.
- The initial antenna violation count came to 0.
- The clock-pin transition on the worst setup and hold timing paths is 0.07 ns.
- The wire length of the first global-routing pass is 47.3 mm.
- The buffer_ports step reported a buffer count of 62.
- After detailed routing, the average wire length per cell comes to 13.8 um.
- The global-route track usage on met1 is 23.4%.
- The nature of the critical path startpoint is an input port.
- The finished layout holds 2,010 standard cells, fillers aside.
- The count of placed standard cells including taps is 1,965.
- Per Yosys stat, the portion of area used by sequential elements is 29.6%.
- The fraction of layout cells with a size suffix above 1 is 13.6%.
- The die is 194 um wide.
- The yosys stat chip area is 0.0110 sq mm.
- Entering global routing, the biggest net connects 56 pins.
- The number of enable flip-flop cells is 0.
- In the final layout, the fill cell count is 3,527.
- The Yosys step of the flow raised 8 warnings.
- The clock passes through at most 2 buffers.
- The CTS log lists the clock sinks for this run as 131.
- In the global route stage, met2 resource usage came out at 22.6%.
- The post-synthesis cell count from yosys is 1,432.
- The cell leakage power is 5.94 nW.
- The core region area is 0.0358 sq mm.
- The OpenROAD warning count is 91.
- The initial DRC count is 731.
- The endpoint required time on the critical path is 3.12 ns.
- The share of the core area taken by cells at floorplan is 30.8%.
- The classification of the worst setup path is in2out.
- The quantity of hold-fixing buffers added after cts is 0.
- The total negative slack is -0.000616 ns.
- Per the gpl log, the routability congestion estimate is 0.928.
- The final critical path takes up 100% of the cycle.
- The run finished, with violations left.
- The cell that appears most often on the critical path is sky130_fd_sc_hd__clkdlybuf4s50_1.
- On the worst path, the slowest cell contributes a delay of 0.48 ns.
- The cell count after synthesis is 1,432.
- Setup slack on the worst reg-to-reg path comes out at 0.41 ns.
- Across all layers, the routed design uses 10.5k vias.
- For this run, the detailed router's first-pass iteration total came to 5.
- Clock latency on the worst-skew pair, taken at its later pin, is 0.42 ns.
- The vertical die dimension reported for this design is 194 um.
- The final number of max-transition violations is 0.
- Averaged over all synthesized cells, the footprint is 7.70 sq um.
- The maximum clock frequency is 0.256 GHz.
- The TritonCTS buffer count is 17.
- The clock tree synthesis step divided the H-tree into 4 levels.
- Per the synthesis report, the number of distinct cell types is 74.
- Logic depth along the worst register-to-register path is recorded as 11.
- The aggregate global routing overflow is 0.
- The startpoint identified for the worst register-to-register timing path is yr_yy_cnt.count_out[1]$_DFFE_PN0P_.
[registers in the layout, indices dropped and copies added, names as in the netlist, 3 cells and up]
signal / count
current_mode: 3
min_cnt.count_out: 8
yr_cc_cnt.count_out: 8
sec_cnt.count_out: 8
u_clk_divider.counter_1hz: 26
hr_cnt.count_out: 8
yr_yy_cnt.count_out: 8
day_cnt.count_out: 8
mon_cnt.count_out: 8
u_clk_divider.counter_blink: 24
u_clk_divider.counter_1khz: 16
[cell families (layout without fill, tap and decap cells)]
group	after synthesis	after routing	share of synthesized area (%)
XOR/XNOR	72	72	5.89
AND/OR/NAND/NOR	587	587	25.1
buffers and inverters	135	252	4.69
flip-flops	131	131	29.6
AND-OR/OR-AND	389	389	21.9
multiplexers	29	29	2.75
adder cells (fa/ha/maj)	89	89	10.1
[stage by stage]
step	power [W]	instance area [sq um]	util, %	setup slack [ns]
after floorplan	0.00469	11000	-	0.457
after global placement	0.00625	12600	35.1	-0.116
after detailed placement	0.00624	12600	35.1	-0.216
after CTS	0.00803	13300	37.1	-0.0103
after global routing	0.00888	13600	38.0	-0.0815
final	0.00815	13600	38.0	-0.000616
[worst max-delay path by stage]
| stage | start | end | cells after the start |
|---|---|---|---|
| finish | SW[1] | HEX1[3] | 14 |
| global route | SW[1] | HEX0[0] | 13 |
| CTS | SW[1] | HEX4[0] | 14 |
[metal layers]
metal	wire length [um]	vias to the layer above
li1	-	5323
met1	14100	4958
met2	12000	237
met3	1190	28
met4	420	0
met5	0	-
[final cells by class]
type	instances	area (sq um)	area share, %
well taps	461	577	4.24
clock inverters	15	181	1.33
inverters	71	269	1.98
clock buffers	17	425	3.13
flip-flops and latches	131	3270	24.0
repair buffers	149	1360	9.96
multi-input cells	1166	7530	55.3
[timing repair]
item                       4_1_cts  5_1_grt
setup endpoints to repair       45       44
gates resized                   30       69
pin swaps                        5       30
cloned                           0        0
buffers inserted                 3       10
[cells in the final DEF (no fill, tap or decap), types with 7 or more instances in the layout]
| cell | synthesis | layout |
|---|---|---|
| sky130_fd_sc_hd__a31oi_1 | 16 | 16 |
| sky130_fd_sc_hd__nor4_1 | 10 | 9 |
| sky130_fd_sc_hd__o21ai_0 | 106 | 90 |
| sky130_fd_sc_hd__and3_1 | 15 | 15 |
| sky130_fd_sc_hd__buf_4 | 0 | 81 |
| sky130_fd_sc_hd__a21oi_1 | 110 | 104 |
| sky130_fd_sc_hd__or3_1 | 14 | 14 |
| sky130_fd_sc_hd__or2_2 | 10 | 10 |
| sky130_fd_sc_hd__nand2b_1 | 18 | 15 |
| sky130_fd_sc_hd__o21a_1 | 7 | 7 |
| sky130_fd_sc_hd__inv_2 | 0 | 8 |
| sky130_fd_sc_hd__xor2_1 | 28 | 28 |
| sky130_fd_sc_hd__clkdlybuf4s50_1 | 0 | 47 |
| sky130_fd_sc_hd__o21ai_1 | 9 | 24 |
| sky130_fd_sc_hd__clkbuf_16 | 0 | 17 |
| sky130_fd_sc_hd__a211oi_1 | 11 | 11 |
| sky130_fd_sc_hd__nand2_1 | 165 | 159 |
| sky130_fd_sc_hd__nand3_1 | 50 | 50 |
| sky130_fd_sc_hd__a32oi_1 | 8 | 8 |
| sky130_fd_sc_hd__xnor2_1 | 43 | 43 |
| sky130_fd_sc_hd__dfrtp_1 | 124 | 122 |
| sky130_fd_sc_hd__o31ai_1 | 14 | 14 |
| sky130_fd_sc_hd__nand4_1 | 30 | 30 |
| sky130_fd_sc_hd__mux2_2 | 10 | 10 |
| sky130_fd_sc_hd__dlymetal6s2s_1 | 0 | 13 |
| sky130_fd_sc_hd__ha_1 | 89 | 78 |
| sky130_fd_sc_hd__mux2i_1 | 19 | 16 |
| sky130_fd_sc_hd__nor2b_1 | 10 | 10 |
| sky130_fd_sc_hd__nor2_1 | 191 | 191 |
| sky130_fd_sc_hd__o22ai_1 | 27 | 27 |
| sky130_fd_sc_hd__inv_1 | 71 | 62 |
| sky130_fd_sc_hd__nor3_1 | 31 | 31 |
[cell usage after synthesis, types with 6 or more instances]
library cell,instances,area [sq um]
sky130_fd_sc_hd__nor3_1,31,155
sky130_fd_sc_hd__o31ai_1,14,105
sky130_fd_sc_hd__nand2_1,165,619
sky130_fd_sc_hd__a211oi_1,11,82.6
sky130_fd_sc_hd__buf_2,7,35.0
sky130_fd_sc_hd__ha_1,89,1110
sky130_fd_sc_hd__o221ai_1,7,61.3
sky130_fd_sc_hd__nor4_1,10,62.6
sky130_fd_sc_hd__mux2i_1,19,190
sky130_fd_sc_hd__a22oi_1,6,45.0
sky130_fd_sc_hd__and2_1,9,56.3
sky130_fd_sc_hd__nor4b_1,6,52.6
sky130_fd_sc_hd__o21ai_1,9,45.0
sky130_fd_sc_hd__inv_1,71,267
sky130_fd_sc_hd__nand4_1,30,188
sky130_fd_sc_hd__nor3b_1,6,45.0
sky130_fd_sc_hd__nand3_1,50,250
sky130_fd_sc_hd__nor2_1,191,717
sky130_fd_sc_hd__mux2_2,10,113
sky130_fd_sc_hd__nand2b_1,18,113
sky130_fd_sc_hd__xor2_1,28,245
sky130_fd_sc_hd__a211o_1,6,52.6
sky130_fd_sc_hd__dfrtp_1,124,3100
sky130_fd_sc_hd__o21a_1,7,52.6
sky130_fd_sc_hd__or3_1,14,87.6
sky130_fd_sc_hd__nor2b_1,10,62.6
sky130_fd_sc_hd__a21oi_1,110,551
sky130_fd_sc_hd__o21ai_0,106,531
sky130_fd_sc_hd__a32oi_1,8,70.1
sky130_fd_sc_hd__clkbuf_1,52,195
sky130_fd_sc_hd__o22ai_1,27,169
sky130_fd_sc_hd__xnor2_1,43,377
sky130_fd_sc_hd__or2_2,10,62.6
sky130_fd_sc_hd__and3_1,15,93.8
sky130_fd_sc_hd__a31oi_1,16,100
sky130_fd_sc_hd__and4_1,6,52.6
[power breakdown]
| part | switching, W | internal [W] | leakage, nW |
|---|---|---|---|
| Sequential | 0.000637 | 0.00160 | 1.68 |
| Combinational | 0.00214 | 0.00211 | 3.97 |
| Clock | 0.000692 | 0.000972 | 0.294 |
| Total | 0.00347 | 0.00468 | 5.94 |
[worst max-delay path: cells and delay by family]
family | cells | cell delay [ns]
buffers and inverters | 6 | 1.40
and+or+nand+nor | 4 | 0.44
AOI/OAI and AO/OA | 3 | 0.34
adders and majority gates | 1 | 0.15
Power and IR drop assume default switching activity.
