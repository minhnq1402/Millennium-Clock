`design.v`:
```
module Display (
    input wire clk,
    input wire rst_n,
    input wire en,
    input wire smh_dmy,       
    input wire dem_chinh,      
    input wire [1:0] blink_led,
    input wire [7:0] bcd_ss,
    input wire [7:0] bcd_mm,
    input wire [7:0] bcd_hh,
    input wire [7:0] bcd_dd,
    input wire [7:0] bcd_mo,
    input wire [15:0] bcd_yyyy,
    output wire [55:0] parallel_led_outputs
);
    reg [24:0] blink_counter; 
    wire blink_enable;
    always @(posedge clk or negedge rst_n) begin
        if (!rst_n) begin
            blink_counter <= 0;
        end else begin
            blink_counter <= blink_counter + 1;
        end
    end
    assign blink_enable = blink_counter[24];
    function [6:0] decode_7seg;
        input [3:0] bcd;
        case(bcd)
            4'h0: decode_7seg = 7'b1000000;
            4'h1: decode_7seg = 7'b1111001;
            4'h2: decode_7seg = 7'b0100100;
            4'h3: decode_7seg = 7'b0110000;
            4'h4: decode_7seg = 7'b0011001;
            4'h5: decode_7seg = 7'b0010010;
            4'h6: decode_7seg = 7'b0000010;
            4'h7: decode_7seg = 7'b1111000;
            4'h8: decode_7seg = 7'b0000000;
            4'h9: decode_7seg = 7'b0010000;
            default: decode_7seg = 7'b1111111;
        endcase
    endfunction
    reg [6:0] seg_data_0, seg_data_1, seg_data_2, seg_data_3;
    reg [6:0] seg_data_4, seg_data_5, seg_data_6, seg_data_7;
    always @(smh_dmy, dem_chinh, blink_led, blink_enable, 
              bcd_ss, bcd_mm, bcd_hh, bcd_dd, bcd_mo, bcd_yyyy) 
    begin
        reg [3:0] bcd_in_0, bcd_in_1, bcd_in_2, bcd_in_3;
        reg [3:0] bcd_in_4, bcd_in_5, bcd_in_6, bcd_in_7;
        if (smh_dmy == 0) begin
            bcd_in_0 = 4'hF;
            bcd_in_1 = 4'hF;
            bcd_in_2 = bcd_ss[3:0];
            bcd_in_3 = bcd_ss[7:4];
            bcd_in_4 = bcd_mm[3:0];
            bcd_in_5 = bcd_mm[7:4];
            bcd_in_6 = bcd_hh[3:0];
            bcd_in_7 = bcd_hh[7:4];
        end else begin
            bcd_in_0 = bcd_yyyy[3:0];
            bcd_in_1 = bcd_yyyy[7:4];
            bcd_in_2 = bcd_yyyy[11:8];
            bcd_in_3 = bcd_yyyy[15:12];
            bcd_in_4 = bcd_mo[3:0];
            bcd_in_5 = bcd_mo[7:4];
            bcd_in_6 = bcd_dd[3:0];
            bcd_in_7 = bcd_dd[7:4];
        end
        seg_data_0 = decode_7seg(bcd_in_0);
        seg_data_1 = decode_7seg(bcd_in_1);
        seg_data_2 = decode_7seg(bcd_in_2);
        seg_data_3 = decode_7seg(bcd_in_3);
        seg_data_4 = decode_7seg(bcd_in_4);
        seg_data_5 = decode_7seg(bcd_in_5);
        seg_data_6 = decode_7seg(bcd_in_6);
        seg_data_7 = decode_7seg(bcd_in_7);
        if (dem_chinh && blink_enable) begin
            if (smh_dmy == 0) begin
                case (blink_led)
                    2'b11: begin seg_data_0 = 7'h7F; seg_data_1 = 7'h7F; end
                    2'b10: begin seg_data_2 = 7'h7F; seg_data_3 = 7'h7F; end
                    2'b01: begin seg_data_4 = 7'h7F; seg_data_5 = 7'h7F; end
                    default: begin end
                endcase
            end else begin
                case (blink_led)
                    2'b11: begin seg_data_0=7'h7F; seg_data_1=7'h7F; seg_data_2=7'h7F; seg_data_3=7'h7F; end
                    2'b10: begin seg_data_4 = 7'h7F; seg_data_5 = 7'h7F; end
                    2'b01: begin seg_data_6 = 7'h7F; seg_data_7 = 7'h7F; end
                    default: begin end
                endcase
            end
        end
    end
    assign parallel_led_outputs = (en) ? {seg_data_7, seg_data_6, seg_data_5, seg_data_4,
                                        seg_data_3, seg_data_2, seg_data_1, seg_data_0}
                                     : 56'hFFFFFFFFFFFFFF;
endmodule
```
`run.sh`:
```
#!/bin/bash
# OpenROAD 26Q1-2900-gdf79404cd8, Yosys 0.63+post, stock flow scripts
make -C /OpenROAD-flow-scripts/flow DESIGN_CONFIG=/design/flow/config.mk WORK_HOME=/design/flow/orfs finish
```
`config.mk`:
```
export PLATFORM = sky130hd
export DESIGN_NAME = Display
export DESIGN_NICKNAME = Display
export VERILOG_FILES = /design/flow/design.v
export SDC_FILE = /design/flow/constraint.sdc
export NUM_CORES = 4
export LEC_CHECK = 1
export CORE_UTILIZATION = 50
```
`constraint.sdc`:
```
current_design Display

set clk_period 4.4
set clk_io_pct 0.2

create_clock -name clk0 -period $clk_period [get_ports {clk}]

set non_clock_inputs [all_inputs -no_clocks]
set_input_delay [expr $clk_period * $clk_io_pct] -clock clk0 $non_clock_inputs
set_output_delay [expr $clk_period * $clk_io_pct] -clock clk0 [all_outputs]
```
==> GITHUB_STEP_SUMMARY <==
### Yosys + OpenROAD results

| Metric | Value |
|---|---|
| Count of vias placed by the detailed router | `2971` |
| Arrival time at the worst endpoint | `3000 ps` |
| Critical Path Source Type | `primary input` |
| Number of warnings in the stage logs | `50` |
| Total cell area at the placement stage | `0.00435 mm²` |
| DRT Wirelength | `7130 µm` |
| Number of enable flip-flop cells | `0` |
| CTS tree | `done` |
| Ratio of final minimum period to clock period | `88.1%` |
| Gr ovfl total | `0` |
| Area of all placed cells without fillers | `0.00440 mm²` |
| Routed len/inst | `12.7 µm` |
| H-tree depth | `1` |
| Total of buffers placed on input and output ports | `118` |
| Netlist area before placement | `0.00308 mm²` |
| Unrepaired setup endpoints after global routing | `no` |
| Logic depth of the worst register-to-register path | `5` |
| Top Ports | `119` |
| Clk pin slew, worst setup/hold paths | `90 ps` |
| Antenna Nets Post-Route | `0` |
| Run status | `finished clean` |
| Total iterations of the first detailed-routing run | `4` |
| Crit path max-delay family | `buffers and inverters` |
| Maximum number of pins on one net before global-route repair | `26` |
| CP Buf/Inv Count | `3` |
| Yosys cell types | `45` |
| Syn Area/Cell | `8.38 µm²` |
| Endpoint of the most critical register-to-register path | `blink_counter[24]` |
| Static leakage | `1.91 nW` |
| Largest stage delay on the critical path | `500 ps` |
| Insertion Delay late pin | `270 ps` |
| Global-route wire length before repair | `11500 µm` |
| PD cells | `162 mW/mm²` |
| Placement row count | `28` |
| Number of buffers on the longest clock path | `2` |
| # DRC | `0` |
| Die Height | `80.5 µm` |
| Largest registers in the final layout | `blink_counter x25` |
| Summed standard-cell area reported by yosys | `0.00308 mm²` |
| Cells along the critical path | `buf_2, buf_12, mux2i_2, ha_1, nor2_1, a21oi_1, o21ai_0, clkdlybuf4s50_1` |
| Required arrival time at the worst endpoint | `3520 ps` |
| Total number of yosys warnings | `1` |
| Post-cts gate resize count | `0` |
| Post CTS Setup Buffer Count | `0` |
| Number of flip-flops under the largest register name | `25` |
| Register bank with the most flops | `blink_counter` |
| Worst setup skew after layout | `7.72 ps` |
| Total count of max-transition violations in the final report | `0` |
| Yosys Instances | `368` |
| Drt initial violations | `76` |
| Root buffer cell | `clkbuf_8` |
| Diode count | `0` |
| Core region area | `0.00592 mm²` |
| Final critical delay including setup and external delays | `3880 ps` |
| Endpoint type of the worst setup path | `output pin` |
| Number of inserted filler cells in the final layout | `456` |
| Post-detailed-placement half-perimeter wirelength | `5660 µm` |
| Worst setup path class | `primary input to output pin` |
| Proportion of synthesized flip-flops having asynchronous set or reset | `100%` |
| Num CTS Buffers | `3` |
| Setup slack of the most critical reg-to-reg path | `2650 ps` |
| Worst vdd ir | `261 µV` |
| Area enclosed by the die boundary | `0.00649 mm²` |
| Setup violators final | `0` |
| Layout Area Growth over Synthesis | `42.7%` |
| Fraction of the core area occupied by cells at floorplan | `52.1%` |
| Die outline width | `80.5 µm` |
| Type of the most critical hold path | `flip-flop to flip-flop` |
| Primary FF master, synth | `dfrtp_1` |
| Max Cap Violations | `0` |
| Tot GR Track Use | `22.5%` |
| Max frequency | `258 MHz` |
| Total Negative Setup Slacks | `0 ps` |
| Synth Instances | `368` |
| Max_slew headroom | `59.8%` |
| Sinks on Clock Net | `25` |
| Via count normalized by instance count | `5.30` |
| FF+latch count, synth | `25` |
| Count of final hold-check violations | `0` |
| Share of the yosys chip area belonging to registers | `20.3%` |
| Worst-margin pin slew | `586 ps` |
| CP max-delay cell | `clkdlybuf4s50_1` |
| Origin of the worst min-delay path | `blink_counter[18]` |
| Placed cell count | `557` |
| Post-CTS Hold Buffers | `0` |
| Layout cells sized above 1 | `10.7%` |
| Reg-to-Reg Start | `blink_counter[0]` |
| Number of cells on the worst hold path | `1` |
| Number of standard cells in the final layout excluding fillers | `561` |
| Initial antenna violation count | `0` |
| Vias in the first global route | `2570` |
| Biggest fanout along the worst timing path | `16` |
| Final estimated routing congestion in global placement | `0.913` |
| Worst Hold Path EP | `blink_counter[18]` |
[synth_stat cells (2+ instances only)]
| master | number | area (µm²) |
|---|---|---|
| nand2_1 | 45 | 169 |
| ha_1 | 31 | 388 |
| dfrtp_1 | 25 | 626 |
| nand3_1 | 23 | 115 |
| o21ai_1 | 23 | 115 |
| nor2_1 | 22 | 82.6 |
| a21oi_1 | 19 | 95.1 |
| mux2i_1 | 19 | 190 |
| xnor2_1 | 19 | 166 |
| o21ai_0 | 17 | 85.1 |
| inv_1 | 16 | 60.1 |
| mux2i_2 | 13 | 179 |
| xor2_1 | 9 | 78.8 |
| mux2_2 | 8 | 90.1 |
| nor2b_1 | 7 | 43.8 |
| nor3_1 | 7 | 35.0 |
| nand4_1 | 6 | 37.5 |
| and3_1 | 5 | 31.3 |
| nand2b_1 | 5 | 31.3 |
| a21oi_2 | 4 | 35.0 |
| buf_6 | 4 | 45.0 |
| clkbuf_1 | 4 | 15.0 |
| o21a_1 | 4 | 30.0 |
| a21o_1 | 3 | 22.5 |
| mux2_4 | 3 | 45.0 |
| or2_2 | 3 | 18.8 |
| a221oi_2 | 2 | 30.0 |
| nand3b_1 | 2 | 15.0 |
| nor3b_2 | 2 | 25.0 |
| o22ai_1 | 2 | 12.5 |
| o31ai_1 | 2 | 15.0 |
[cells in the final DEF, fill, tap and decap left out, drive strengths merged, types with 2 or more instances in the layout]
cell type,synthesis,final
nand4,7,7
xor2,9,9
nand2,46,46
nor2b,7,7
a21oi,23,23
mux2,11,11
nand3,23,23
dfrtp,25,25
clkbuf,4,3
inv,16,16
and3,5,5
or2,3,3
o22ai,2,2
o21a,4,4
nor3b,2,2
ha,31,31
o21ai,40,40
a221oi,2,2
mux2i,33,33
a21o,3,3
nor2,23,23
clkdlybuf4s50,0,117
nor4,2,2
nand3b,2,2
buf,5,6
o31ai,3,3
xnor2,19,19
nor3,7,7
nand2b,5,5
[kinds of logic after synthesis]
logic type	count (synthesis)	share of synthesized area [%]
DFF	25	20.3
muxes	44	17.1
xor gates and xnor gates	28	7.95
adders and majority gates	31	12.6
and+or+nand+nor	135	22.3
buffers and inverters	25	4.06
AOI/OAI and AO/OA	80	15.8
[metrics by stage]
stage	setup slack (ps)	power, mW	util (%)	hold WS, ps
finish	522	0.711	74.3	471
global route	308	0.756	74.3	489
CTS	514	0.715	74.3	474
detailed placement	515	0.579	73.5	455
global placement	565	0.576	73.5	457
floorplan	1310	0.403	-	437
[worst max-delay path by stage]
| stage | slack [ps] | endpoint | from | depth (start not counted) |
|---|---|---|---|---|
| after CTS | 510 | parallel_led_outputs[45] | smh_dmy | 8 |
| after global routing | 310 | parallel_led_outputs[45] | smh_dmy | 8 |
| final | 520 | parallel_led_outputs[45] | smh_dmy | 8 |
[report_power, final]
group / internal, mW / total (mW) / switching [mW]
registers: 0.230 / 0.230 / 0
logic: 0.200 / 0.346 / 0.146
clock network: 0.0641 / 0.135 / 0.0713
total: 0.494 / 0.711 / 0.217
[final cells by class]
class / instances / area [µm²] / share of cell area [%]
Inverter: 16 / 60.1 / 1.36
Timing Repair Buffer: 123 / 1240 / 28.1
Sequential cell: 25 / 626 / 14.2
Multi-Input combinational cell: 318 / 2330 / 53.0
Clock inverter: 1 / 7.51 / 0.171
Clock buffer: 3 / 41.3 / 0.938
Tap cell: 75 / 93.8 / 2.13
[routing by layer]
metal / track usage (%) / wire, µm / vias up
met1: 33.7 / 3500 / 1349
met4: 1.07 / 34 / 0
met5: 0 / 0 / -
met3: 3.11 / 431 / 2
met2: 37.0 / 3160 / 89
li1: - / - / 1531
No activity file was given, so power comes from the tool's default toggle rates.
